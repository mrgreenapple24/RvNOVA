[./config.mk]
export PLATFORM = sky130hd
export DESIGN_NAME = regfile
export DESIGN_NICKNAME = regfile
export VERILOG_FILES = /design/flow/design.v
export SDC_FILE = /design/flow/constraint.sdc
export NUM_CORES = 4
export LEC_CHECK = 1
export CORE_UTILIZATION = 50
[./constraint.sdc]
current_design regfile

set clk_period 31.9
set clk_io_pct 0.2

create_clock -name clk0 -period $clk_period [get_ports {clk}]

set non_clock_inputs [all_inputs -no_clocks]
set_input_delay [expr $clk_period * $clk_io_pct] -clock clk0 $non_clock_inputs
set_output_delay [expr $clk_period * $clk_io_pct] -clock clk0 [all_outputs]
[./design.v]
module regfile (
    input wire         clk,          
    input wire         reset,        
    input wire         we,           
    input wire  [4:0]  rs1_addr,     
    input wire  [4:0]  rs2_addr,     
    input wire  [4:0]  rd_addr,      
    input wire  [31:0] w_data,       
    output wire [31:0] rs1_data,     
    output wire [31:0] rs2_data      
);
reg [31:0] reg_array[31:0];
integer i;
always @(posedge clk) begin
    if (!reset) begin
        for (i = 0; i < 32; i=i+1) begin
            reg_array[i] <= 0;
        end
    end else if (we && (rd_addr != 5'b00000)) begin
        reg_array[rd_addr] <= w_data;
    end
end
assign rs1_data = reg_array[rs1_addr];
assign rs2_data = reg_array[rs2_addr];
endmodule
[./run.sh]
#!/bin/bash
# OpenROAD 26Q1-2900-gdf79404cd8, Yosys 0.63+post, stock flow scripts
make -C /OpenROAD-flow-scripts/flow DESIGN_CONFIG=/design/flow/config.mk WORK_HOME=/design/flow/orfs finish
==> GITHUB_STEP_SUMMARY <==
## Synthesis and layout report

| Metric | Value |
|---|---|
| Status | completed |
| Yosys Instances | 4609 |
| Vias in the first global route | 38400 |
| YS chip area | 55700 um2 |
| Number of flip-flops in the largest register | 1024 |
| Ports | 114 |
| Worst Path Required | 25520 ps |
| Leakage | 24.0 nW |
| Tcrit/Tclk final | 53.1% |
| Pwr dens | 51.7 nW/um2 |
| Setup slack at placement | 14980 ps |
| Cts repair resizes | 0 |
| Critical path launch point type | primary input |
| Gp weighted congestion | 0.908 |
| Initial antenna violation count | 6 |
| Proportion of layout cells with a drive suffix above 1 | 8.55% |
| Die area | 113000 um2 |
| Clock slew at reported path FFs | 60 ps |
| Postcts setup bufs | 0 |
| Slowest stage delay, CP | 720 ps |
| Count of endpoints failing setup in the final report | 0 |
| Via count | 38000 |
| Die height | 336 um |
| WP data arrival | 10570 ps |
| CP Capture Type | output port |
| H-tree depth | 3 |
| WL final | 195 mm |
| Cts bufs inserted | 114 |
| MaxCap Viol Count | 0 |
| Ys Warns | 1 |
| Crit Path Max Fanout | 66 |
| Syn_area_per_cell | 12.1 um2 |
| RSZ-0062 raised after global routing | no |
| Fin. max-slew vios | 0 |
| Largest registers | reg_array x1024 |
| First-pass GRT wire length | 275 mm |
| DR DRC count | 0 |
| Core Region | 111000 um2 |
| Max clock buf depth | 3 |
| Drt wl/cell | 31.5 um |
| Final Hold Fails | 0 |
| Number of port buffers | 113 |
| Slack of the critical path | 14950 ps |
| Post-synth seq share | 55.2% |
| Post-CTS Hold Buffers | 0 |
| Mapped cell area | 55700 um2 |
| Tool warnings | 26 |
| Setup tns final | 0 ps |
| Pwr Total | 0.00321 W |
| Crit path time final | 16950 ps |
| Measured slew at the worst slew-check pin | 960 ps |
| Gr usage total | 37.7% |
| Worst setup path category | in2out |
| Worst hold path class | in2reg |
| CTS tree | done |
| Initial DRC count | 2427 |
| Die width | 336 um |
| Placed wire-length estimate | 109 mm |
| Pre-Place Util | 50.4% |
| Largest net degree at the start of global routing | 94 |
| Ys flops | 1024 |
| Most frequent CP cell | buf_4 |
| Fillcell total | 8908 |
| # clock sinks | 1024 |
| Gr ovfl total | 0 |
| Relative slew slack | 35.8% |
| FMAX | 59.0 MHz |
| Largest Register | reg_array |
| Crit path capture | rs2_data[23] |
| CTS Root Cell | clkbuf_16 |
| Worst path cell trace | buf_8 -> buf_4 -> buf_4 -> buf_4 -> mux2i_1 -> a22o_1 -> nor3_1 -> a31oi_1 -> nand3_1 -> clkdlybuf4s50_1 |
| Crit-path slowest cell | buf_4 |
| Netlist cell types | 32 |
| VDD IR max | 40.8 uV |
| Area grow syn2layout | 11.4% |
| Post-route ant nets | 0 |
| FP Rows | 122 |
| Via density | 6.16 |
| Most numerous logic cells after layout | mux2i_1 (1024), edfxtp_1 (1024), and2_1 (992), nand2_1 (194), nand3_1 (193) |
| First drt pass iteration count | 5 |
| CP startpoint | rs2_addr[1] |
| Mapped Cells | 4609 |
==> where the power goes <==
group	switching (W)	total [W]	internal (W)	leakage [nW]
Sequential	0.0000360	0.00159	0.00156	9.75
Combinational	0.000248	0.000390	0.000142	12.6
Clock	0.000542	0.00123	0.000686	1.66
Total	0.000826	0.00321	0.00238	24.0
==> metrics by stage <==
stage | util (%) | std cells | instance area, um2 | hold WS [ps]
final | 56.2 | 6173 | 62100 | 6440
after global routing | 56.2 | 6169 | 62100 | 6410
after CTS | 56.2 | 6168 | 62100 | 6380
after detailed placement | 53.1 | 5961 | 58700 | 7130
after global placement | 53.1 | 5961 | 58700 | 7120
after floorplan | - | 4640 | 55800 | 6580
==> cells by family after synthesis <==
logic type | synth area share (%)
and+or+nand+nor | 15.4
muxes | 18.4
DFF | 55.2
AOI/OAI and AO/OA | 7.32
buffers and inverters | 3.71
other | 0.00673
==> cells in the mapped netlist <==
cell	instances	share of area, %
nand4b_1	1	0.016
o21ai_0	31	0.28
nand2_1	196	1.3
a22oi_1	192	2.6
nand2b_1	4	0.045
buf_2	82	0.74
nor2_1	23	0.15
or3_4	1	0.020
nor2b_1	4	0.045
nand3_1	193	1.7
or2_2	2	0.022
nand3b_1	3	0.040
clkbuf_2	18	0.16
mux2i_1	1024	18
a22o_1	128	2.0
edfxtp_1	1024	55
nor2_4	5	0.10
nor2_2	7	0.079
conb_1	1	0.0067
nand2_2	1	0.011
buf_6	3	0.061
or3b_1	2	0.031
nor3_1	64	0.57
and2_1	994	11
or3_1	1	0.011
a31oi_1	64	0.72
nand4_1	1	0.011
inv_1	1	0.0067
buf_4	60	0.81
a21oi_1	192	1.7
clkbuf_1	254	1.7
buf_1	33	0.22
==> worst max-delay path, delay by kind of cell <==
kind | cells | cell delay, ps
compound gates | 2 | 440
buf+inv | 5 | 3090
mux | 1 | 280
simple gates | 2 | 230
==> final cells by class <==
type                       instances  area (um2)  share of cell area, %
sequential                      1024       30700                   49.5
multi-input combinational       3165       23600                   38.0
clock buffer                     149        2980                   4.81
timing repair buffer             283        2460                   3.97
tap                             1488        1860                   3.00
clock inverter                    58         395                  0.637
antenna                            5        12.5                 0.0202
inverter                           1        3.75                0.00605
==> how the worst min path moves through the flow <==
stage,to,slack (ps),startpoint,cells past startpoint
finish,reg_array[17][30],6440,reset,2
global route,reg_array[17][29],6410,reset,2
CTS,reg_array[17][27],6380,reset,2
==> per-layer routing <==
layer / up-vias / wire (um) / global-route usage, %
li1: 16900 / - / -
met1: 18400 / 69800 / 50.4
met2: 2335 / 86900 / 53.8
met3: 431 / 29900 / 23.0
met4: 4 / 7830 / 11.6
met5: - / 110 / 0.936
Power figures rest on the tool's default switching activity, not on a simulated workload.
