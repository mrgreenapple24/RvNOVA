`flow/design.v`:
```
module trap_ctrl (
    input  wire [31:0] pc,                        
    input  wire [31:0] fault_instr,               
    input  wire [31:0] fault_addr,
    input  wire        illegal_instr,
    input  wire        ecall,
    input  wire        ebreak,
    input  wire        instr_misalign,
    input  wire        load_misalign,
    input  wire        store_misalign,            
    input  wire        ext_irq,                   
    input  wire [31:0] csr_mstatus,
    input  wire [31:0] csr_mtvec,
    input  wire [31:0] csr_mcause,
    input  wire [31:0] csr_mtval,
    input  wire [31:0] csr_mie,
    input  wire [31:0] csr_mip,
    input  wire [31:0] csr_mepc,                  
    input  wire        csr_mret,                  
    output wire        trap_taken,                
    output wire        mret_taken,                
    output wire        interrupt_pending,
    output reg  [31:0] trap_target_pc,            
    output reg         csr_trap_we,               
    output reg  [31:0] trap_mepc,
    output reg  [31:0] trap_mcause,
    output reg  [31:0] trap_mtval,
    output reg  [31:0] trap_mstatus
);
    assign interrupt_pending = ext_irq && csr_mie[11] && csr_mip[11] && csr_mstatus[3];           
    assign trap_taken = illegal_instr || ecall || ebreak || instr_misalign || load_misalign || store_misalign || interrupt_pending;
    assign mret_taken = csr_mret;
    wire [1:0]  mtvec_mode;
    wire [31:0] mtvec_base;
    assign mtvec_mode = csr_mtvec[1:0];
    assign mtvec_base = {csr_mtvec[31:2], 2'b00};
    always @(*) begin
        csr_trap_we    = 0;
        trap_mepc      = csr_mepc;
        trap_mcause    = csr_mcause;
        trap_mtval     = 32'h0;
        trap_mstatus   = csr_mstatus;
        trap_target_pc = 32'b0;
        if (trap_taken) begin 
            csr_trap_we     = 1;
            trap_mepc       = pc;
            trap_mstatus[7] = csr_mstatus[3];
            trap_mstatus[3] = 1'b0;
            if (interrupt_pending && (mtvec_mode == 2'b01))          
                trap_target_pc = mtvec_base + 32'd44;                
            else
                trap_target_pc = mtvec_base;                         
            if (instr_misalign) begin
                trap_mcause     = 32'h0;
                trap_mtval      = pc;
            end
            else if (illegal_instr) begin
                trap_mcause     = 32'h2;
                trap_mtval      = fault_instr;
            end
            else if (ebreak) begin
                trap_mcause     = 32'h3;
                trap_mtval      = 0;
            end
            else if (load_misalign) begin
                trap_mcause     = 32'h4;
                trap_mtval      = fault_addr;
            end
            else if (store_misalign) begin
                trap_mcause     = 32'h6;
                trap_mtval      = fault_addr;
            end
            else if (ecall) begin
                trap_mcause     = 32'hB;
                trap_mtval      = 0;
            end
            else if (interrupt_pending) begin
                trap_mcause     = 32'h8000000B;
                trap_mtval      = 0;
            end
        end
        else if (mret_taken) begin
            csr_trap_we     = 1;
            trap_target_pc  = csr_mepc;
            trap_mstatus[3] = csr_mstatus[7];
            trap_mstatus[7] = 1'b1;
        end
    end
endmodule
```
`flow/run.sh`:
```
#!/bin/bash
# OpenROAD 26Q1-2900-gdf79404cd8, Yosys 0.63+post, stock flow scripts
make -C /OpenROAD-flow-scripts/flow DESIGN_CONFIG=/design/flow/config.mk WORK_HOME=/design/flow/orfs finish
```
`flow/config.mk`:
```
export PLATFORM = sky130hd
export DESIGN_NAME = trap_ctrl
export DESIGN_NICKNAME = trap_ctrl
export VERILOG_FILES = /design/flow/design.v
export SDC_FILE = /design/flow/constraint.sdc
export NUM_CORES = 4
export LEC_CHECK = 1
export CORE_AREA = 10 10 195 195
export DIE_AREA = 0 0 205 205
```
`flow/constraint.sdc`:
```
current_design trap_ctrl

set clk_period 24.9
set clk_io_pct 0.2

create_clock -name clk0 -period $clk_period

set non_clock_inputs [all_inputs -no_clocks]
set_input_delay [expr $clk_period * $clk_io_pct] -clock clk0 $non_clock_inputs
set_output_delay [expr $clk_period * $clk_io_pct] -clock clk0 [all_outputs]
```
==> Slide: Implementation Results <==
Implementation Results

CTS
  • Hold-fix buffers at CTS: 0
  • Resized Gates After CTS: 0
  • Post-CTS Setup Bufs: 0

Finish
  • Layout cells sized above 1: 2.432%
  • Final Util: a little under a fifth
  • Design Area, Final: approximately 0.0061 mm2
  • Clock Buffer Count: 0
  • Area Overhead vs Synth: 145.0%
  • Flops: 0
  • Flop area: 0 um2

Final timing
  • Rel. slew slack: 54.91%
  • Setup violations, final: 0
  • Final setup TNS: 0 ps
  • Fin. max-slew vios: 0
  • FMAX: 76.55 MHz
  • Setup ws final: 11840 ps
  • Fin crit share: a little over half
  • RSZ-0062 raised after global routing: no
  • Worst slew pin tran: slightly below 700 ps
  • Min Clock Period, post-route: between 10000 and 15000 ps
  • Final Hold Fails: 0

Power
  • Comb pwr share: approximately 100%
  • Power share of the clock group: 0%
  • VDD IR-drop max: roughly 0.0000073 V
  • Leak Pwr: ~0.0022 uW
  • Sw Pwr: between 20 and 30 uW
  • Fraction of power spent switching nets: around a third
  • Internal power: between 50 and 60 uW
  • Overall power: 80.81 uW
  • Sequential share of power: 0%
  • PD cells: about 13 mW/mm2

Route
  • Initial drt markers: approximately 170
  • Routed WL: between 20000 and 25000 um
  • DRT antenna net count: 0
  • DRC violation count after routing: 0
  • Vias: about 4300
  • Detailed Routing Iterations Pass 1: 6
  • Vias per inst: between 3 and 4
  • Per-cell routed wire length: roughly 19 um
  • Antenna diodes: 0

Place
  • Gpl congestion: ~0.85
  • Hpwl dp: about 20000 um
  • Dpl ws: roughly 12000 ps
  • Cell Area, Placed: 0.006120 mm2
  • IO buf count: between 300 and 400

Logic synthesis
  • Post-synth top cells: nand2_1 (138), o21ai_0 (51), a22oi_1 (32), buf_4 (32), nand3_1 (31)
  • Max-area cell share: 20.74%
  • Yosys simple share: a little under half
  • XOR Share, Synth: 9.118%
  • Largest area contributor in the netlist: nand2_1
  • Synthesis Warnings: 1
  • Unique masters post-synth: 38
  • Cell total in the yosys stat output: 462
  • Most frequent cell after synthesis: nand2_1
  • Post-Syn Area: approximately 0.0025 mm2
  • YS chip area: 0.002497 mm2
  • Adder Area Share: less than 1%
  • Sequential area share after synthesis: 0%
  • Avg Inst Size Synth: about 5.4 um2
  • Comb area leader: simple AND/OR/NAND/NOR gates
  • Mux share of post-synthesis cell area: less than 1%
  • Post-Synth AOI/OAI Area: 28.16%
  • Largest cells by area after synthesis: nand2_1 (21%), o21ai_0 (10%), a22oi_1 (9.6%)
  • Syn Inst Count: about 460

GRT
  • Total grt overflow: 0
  • Initial antenna violation count: 7
  • Global-route wire length before repair: about 31000 um
  • Vias in the first global route: between 4000 and 5000
  • GRT Util Overall: between 10 and 15%
  • Largest net degree at the start of global routing: around 68

Worst setup path
  • CP startpoint: illegal_instr
  • Worst Setup End Kind: output pin
  • Crit path capture: trap_target_pc[3]
  • Critical path peak fanout: about 62
  • CP Launch Type: input pin
  • Worst path slowest cell: buf_4
  • Worst Path Required: 19920 ps
  • Critical path arrival: ~8100 ps
  • Cells along the critical path: clkdlybuf4s50_1 -> buf_4 -> nor3_1 -> and3_4 -> buf_4 -> nor2_1 -> a32oi_1 -> o21ai_0 -> clkdlybuf4s50_1
  • Critical path type: in2out
  • Largest stage delay, worst path: roughly 580 ps

Floorplan
  • Fp util: between 7 and 8%
  • Die X: 205 um
  • Rows: roughly 67
  • Die height: approximately 210 um
  • Io pins: 492
  • Core ar.: around 0.034 mm2
  • Die area: 0.04203 mm2

Job
  • Tool warnings: roughly 130
  • Max-cap violations: 0

Status
  • Status: finished clean

Min path
  • HP Start: csr_mstatus[0]
  • Type of the worst min-delay path: in2out
## worst min-delay path by stage
stage,cells after the start,slack [ps],to
final,0,9960,trap_mstatus[0]
after global routing,0,9960,trap_mstatus[21]
after CTS,0,9960,trap_mstatus[0]
## power groups by stage
stage	logic (uW)	clock network [uW]	registers (uW)
global route	88.7	0	0
finish	80.8	0	0
CTS	82.8	0	0
## layer usage
metal	wire [um]	GRT usage, %	vias to the layer above
li1	-	-	2122
met1	9204	12.34	1904
met2	10620	16.80	230
met3	2747	4.711	28
met4	139	0.4988	14
met5	95	0	-
## cell families (layout without fill, tap and decap cells)
| kind of cell | Yosys count | in the layout |
|---|---|---|
| compound gates | 116 | 116 |
| xor+xnor | 26 | 26 |
| fa+ha+maj | 1 | 1 |
| buf+inv | 74 | 352 |
| mux | 1 | 1 |
| simple gates | 244 | 244 |
## cell type report
| class | count | area [um2] |
|---|---|---|
| well taps | 448 | 560.5 |
| fillers | 3766 | 27500 |
| multi-input cells | 388 | 2103 |
| repair buffers | 346 | 3433 |
| inverters | 6 | 22.52 |
## stage by stage
step | std cells | hold slack [ps]
2_1_floorplan | 462 | 9995
4_1_cts | 1188 | 9960
6_report | 1188 | 9960
3_5_place_dp | 1188 | 9960
5_1_grt | 1188 | 9960
3_3_place_gp | 1188 | 9960
## cell usage in the layout, fill, tap and decap left out, types with 3 or more instances in the layout
cell type	synthesis	layout
a21oi_1	22	22
a22oi_1	32	32
and2_1	30	30
and3_1	6	5
and4_1	3	3
buf_4	32	8
clkdlybuf4s50_1	0	336
inv_1	5	5
nand2_1	138	138
nand2b_1	3	3
nand3_1	31	31
nand4_1	9	9
nor2_1	10	10
nor3_1	7	6
o21ai_0	51	51
xnor2_1	4	4
xor2_1	22	22
## critical path: cells and delay by family
family | cells | cell delay [ps]
AND-OR/OR-AND | 2 | 320
AND/OR/NAND/NOR | 3 | 1020
buffers and inverters | 4 | 1730
Power and IR drop assume default switching activity.
