--- flow/config.mk ---
export PLATFORM = sky130hd
export DESIGN_NAME = csr_regfile
export DESIGN_NICKNAME = csr_regfile
export VERILOG_FILES = /design/flow/design.v
export SDC_FILE = /design/flow/constraint.sdc
export NUM_CORES = 4
export LEC_CHECK = 1
export CORE_AREA = 10 10 375 375
export DIE_AREA = 0 0 385 385
--- flow/constraint.sdc ---
current_design csr_regfile

set clk_period 9.3
set clk_io_pct 0.2

create_clock -name clk0 -period $clk_period [get_ports {clk}]

set non_clock_inputs [all_inputs -no_clocks]
set_input_delay [expr $clk_period * $clk_io_pct] -clock clk0 $non_clock_inputs
set_output_delay [expr $clk_period * $clk_io_pct] -clock clk0 [all_outputs]
--- flow/design.v ---
module csr_regfile (
    input  wire        clk,
    input  wire        rst_n,
    input  wire        instr_retired,
    input  wire        ext_irq,
    input  wire        csr_access,        
    input  wire        csr_we,            
    input  wire [11:0] csr_waddr,         
    input  wire [11:0] csr_raddr,         
    input  wire [31:0] csr_wdata,
    input  wire        trap_we,           
    input  wire [31:0] trap_mepc,
    input  wire [31:0] trap_mstatus,
    input  wire [31:0] trap_mtval,
    input  wire [31:0] trap_mcause,
    output reg  [31:0] csr_rdata,         
    output wire [31:0] csr_mstatus,
    output wire [31:0] csr_mepc,
    output wire [31:0] csr_mcause,
    output wire [31:0] csr_mtvec,
    output wire [31:0] csr_misa,
    output wire [31:0] csr_mscratch,
    output wire [31:0] csr_mcycle,
    output wire [31:0] csr_minstret,
    output wire [31:0] csr_mie,
    output wire [31:0] csr_mip,
    output wire [31:0] csr_mtval,         
    output wire        csr_ilgl_instr
);
    wire       csr_read_check;              
    wire       csr_write_check;             
    reg [31:0] mstatus;
    reg [31:0] mtvec;
    reg [31:0] mepc;
    reg [31:0] mcause;
    reg [31:0] mtval;
    reg [31:0] misa;
    reg [31:0] mscratch;
    reg [31:0] mcycle;
    reg [31:0] minstret;
    reg [31:0] mie;
    reg [31:0] mip;
    assign csr_read_check =
       (csr_raddr == 12'h300)
    || (csr_raddr == 12'h301)
    || (csr_raddr == 12'h304)
    || (csr_raddr == 12'h305)
    || (csr_raddr == 12'h340)
    || (csr_raddr == 12'h341)
    || (csr_raddr == 12'h342)
    || (csr_raddr == 12'h343)
    || (csr_raddr == 12'h344)
    || (csr_raddr == 12'hB00)
    || (csr_raddr == 12'hB02);
    assign csr_write_check = (csr_waddr == 12'h301) || (csr_waddr == 12'h344);   
    always @(*) begin
        case (csr_raddr)
            12'h300: csr_rdata = mstatus;
            12'h301: csr_rdata = misa;
            12'h304: csr_rdata = mie;
            12'h305: csr_rdata = mtvec;
            12'h340: csr_rdata = mscratch;
            12'h341: csr_rdata = mepc;
            12'h342: csr_rdata = mcause;
            12'h343: csr_rdata = mtval;
            12'h344: csr_rdata = mip;
            12'hB00: csr_rdata = mcycle;
            12'hB02: csr_rdata = minstret;
            default: begin
                csr_rdata = 32'b0;
            end
        endcase
    end
    always @(posedge clk or negedge rst_n) begin
        if (!rst_n) begin
            mstatus  <= 32'b0;
            mepc     <= 32'b0;
            mcause   <= 32'b0;
            mtvec    <= 32'b0;
            mtval    <= 32'b0;
            misa     <= 32'h40000100;
            mscratch <= 32'b0;
            mie      <= 32'b0;
            mip      <= 32'b0;
            mcycle   <= 32'b0;
            minstret <= 32'b0;
        end
        else begin
            mcycle  <= mcycle + 1;
            mip[11] <= ext_irq;
            if (instr_retired) begin
            minstret <= minstret + 1;
            end
            if (trap_we) begin                              
                mstatus <= trap_mstatus;
                mepc    <= trap_mepc;
                mcause  <= trap_mcause;
                mtval   <= trap_mtval;
            end
            else if (csr_we) begin
                case (csr_waddr)                            
                    12'h300: mstatus  <= csr_wdata;
                    12'h304: mie      <= csr_wdata;
                    12'h305: mtvec    <= csr_wdata;
                    12'h340: mscratch <= csr_wdata;
                    12'h341: mepc     <= csr_wdata;
                    12'h342: mcause   <= csr_wdata;
                    12'h343: mtval    <= csr_wdata;
                    12'hB00: mcycle   <= csr_wdata;
                    12'hB02: minstret <= csr_wdata;
                    default:                     ;
                endcase
            end
        end
    end
    assign csr_mstatus  = mstatus;
    assign csr_mtvec    = mtvec;
    assign csr_mepc     = mepc;
    assign csr_mcause   = mcause;
    assign csr_mtval    = mtval;
    assign csr_misa     = misa;
    assign csr_mscratch = mscratch;
    assign csr_mcycle   = mcycle;
    assign csr_minstret = minstret;
    assign csr_mie      = mie;
    assign csr_mip      = mip;
    assign csr_ilgl_instr = (csr_access && !csr_read_check) || (csr_we && csr_write_check);
endmodule
--- flow/run.sh ---
#!/bin/bash
# OpenROAD 26Q1-2900-gdf79404cd8, Yosys 0.63+post, stock flow scripts
make -C /OpenROAD-flow-scripts/flow DESIGN_CONFIG=/design/flow/config.mk WORK_HOME=/design/flow/orfs finish
==> impl_metrics.py <==
# Metrics from the implementation run
metrics = {
    "placed_design": {
        "dp_hpwl_mm": 98.04,
        "gp_congestion": 0.9402,
        "dpl.cell_count": 3660,
        "port_buffers": 512,
    },
    "worst_setup_path": {
        "timing.rr.start": "minstret[0]",
        "regToRegSetupSlack_ns": 6.74,
        "start_kind": "input port",
        "path_class": "input port to output port",
        "critical_path_required_ns": 7.44,
        "cp.arrival_ns": 5.83,
        "crit_start": "csr_raddr[10]",
        "crit_fanout": 15,
        "timing.rr.end": "minstret[30]",
        "reg2reg_depth": 6,
        "endpoint": "csr_rdata[15]",
        "end_kind": "output port",
    },
    "pwr": {
        "clkPwrFrac_pct": 43.0,
        "switchingPower_w": 0.001103,
        "ir_drop_v": 0.0001190,
        "p_int_w": 0.002561,
        "p_per_area_nw_per_um2": 152.1,
        "power.total_w": 0.003664,
        "swShare_pct": 30.11,
        "leakage_nw": 9.198,
        "pwr-share-comb_pct": 15.6,
        "seq_power_share_pct": 41.4,
    },
    "final_timing": {
        "tightest_slew_ns": 1.148,
        "rsz0062_at_grt": "no",
        "setup_viol": 0,
        "post-route-period-util_pct": 82.74,
        "finClkSkew_ns": 0.02284,
        "final.setup.tns_ns": 0,
        "timing.slew.headroom_pct": 23.33,
        "finalHoldViolCount": 0,
        "maxSlewViolCount": 0,
        "fin_hold_ws_ns": 0.5319,
        "fmax_mhz": 130.0,
        "min_period_ns": 7.694,
    },
    "route": {
        "via_count": 15490,
        "ant_nets": 0,
        "post-route-drc-count": 0,
        "wirelength_mm": 118.2,
        "drtIter0Drc": 1567,
        "drt-pass1-iter-count": 6,
        "wl_per_cell_um": 31.62,
        "vias_per_cell": 4.143,
    },
    "die": {
        "initCoreUtil_pct": 11.95,
        "die_h_um": 385,
        "chipArea_um2": 148200,
        "ios": 576,
        "coreArea_um2": 132000,
        "die_width_um": 385,
        "row_count": 133,
    },
    "global_routing": {
        "grt_pass1_wl_mm": 151.8,
        "grt_max_degree": 107,
        "grt-ovfl-total": 0,
        "grt_pass1_vias": 15020,
        "grt_use_total_pct": 15.53,
        "grt_antenna_before_repair": 29,
    },
    "cts": {
        "cts_buffers": 39,
        "cts_tree": "yes",
        "clock_path_buffers": 3,
        "cts_resized": 0,
        "cts-hold-fix-buffers": 0,
        "clock-sinks": 289,
        "insertion_delay_ns": 0.60,
        "h-tree-depth": 2,
        "clk_pin_slew_ns": 0.05,
        "cts_root_buf": "clkbuf_16",
        "cts_setup_buffers": 0,
    },
    "synth": {
        "ys_cells": 1464,
        "synth.cell_area_um2": 15770,
        "syn_inst": 1464,
        "edf_count": 0,
        "synth_area_per_cell_um2": 10.77,
        "ys_seq_share_pct": 45.85,
        "ys.flops": 289,
        "synthDistinctLibCells": 56,
        "ys_warn_count": 1,
        "yosys_area_um2": 15770,
        "ff_type": "dfrtp_1",
        "synthArstFlopShare_pct": 100.0,
    },
    "min_path": {
        "holdCritPathClass": "register to register",
        "hold_depth": 1,
        "min_from": "mtvec[28]",
    },
    "flow_run": {
        "warning_count": 28,
        "max_cap_viol_count": 0,
    },
    "final_layout": {
        "fin_util_pct": 18.26,
        "stdcell_count": 3738,
        "drive_gt1_share_pct": 12.60,
        "area_delta_synth_final_pct": 52.72,
    },
    "outcome": {
        "status": "finished, final reports clean",
    },
}
## through the flow
step	area [um2]	worst slack, ns
after floorplan	16000	4.022
after global placement	22770	1.579
after detailed placement	22770	1.550
after CTS	24070	1.547
after global routing	24080	1.500
final	24090	1.606
## layout by cell type, fill, tap and decap left out, types with 6 or more instances in the layout
| cell type | netlist | routed |
|---|---|---|
| clkdlybuf4s50_1 | 0 | 510 |
| dfrtp_1 | 289 | 289 |
| nor3b_1 | 130 | 130 |
| a221o_1 | 128 | 128 |
| mux2_2 | 95 | 95 |
| nor2_1 | 80 | 78 |
| a21oi_1 | 69 | 69 |
| conb_1 | 2 | 63 |
| a22oi_1 | 62 | 62 |
| nand3_1 | 58 | 58 |
| buf_4 | 77 | 56 |
| xnor2_1 | 49 | 49 |
| nand2_1 | 40 | 40 |
| clkbuf_16 | 0 | 39 |
| nor2b_1 | 37 | 36 |
| a222oi_1 | 28 | 28 |
| a22o_1 | 25 | 25 |
| nor4_1 | 22 | 21 |
| mux2i_1 | 20 | 20 |
| nand4_1 | 20 | 20 |
| nor3_1 | 18 | 18 |
| o21ai_0 | 17 | 17 |
| xor2_1 | 13 | 13 |
| and4_1 | 11 | 11 |
| inv_1 | 8 | 8 |
| clkinv_2 | 0 | 8 |
| diode_2 | 0 | 7 |
| nor3_4 | 5 | 6 |
| clkbuf_8 | 0 | 6 |
## critical path, stage by stage
cell             delay, ns
clkdlybuf4s50_1       0.40
or4_4                 0.65
or2_1                 0.58
nor3_4                0.79
buf_4                 0.44
a22oi_1               0.22
nand3_1               0.30
clkdlybuf4s50_1       0.56
## area by class of cell
cell class,count,area (um2)
Clock buffer,49,1074
Clock inverter,22,229.0
Multi-Input combinational cell,1039,7737
Tap cell,1755,2196
Sequential cell,289,7232
Fill cell,14460,107900
Timing Repair Buffer,569,5575
Antenna cell,7,17.52
Inverter,8,30.03
## routing by layer
metal  GRT usage [%]  wire length, um  up-vias
met3           6.475            13710      128
met4           3.006             2896        4
met1           22.75            54030     7869
li1                -                -     6495
met5               0               27        -
met2           21.35            47560      991
## registers in the layout (all words and copies together), names as in the netlist
signal	flops
mtval	32
csr_mip	1
mepc	32
mcycle	32
mcause	32
mstatus	32
mie	32
mtvec	32
minstret	32
mscratch	32
## cells in the mapped netlist (22+ instances only)
master | instances | share of area, %
xnor2_1 | 49 | 2.7
nor2_1 | 80 | 1.9
a22o_1 | 25 | 1.4
clkbuf_1 | 65 | 1.5
buf_4 | 77 | 3.7
nor3b_1 | 130 | 6.2
buf_2 | 34 | 1.1
a221o_1 | 128 | 8.1
mux2_2 | 95 | 6.8
nand2_1 | 40 | 0.95
a22oi_1 | 62 | 3.0
nand3_1 | 58 | 1.8
a21oi_1 | 69 | 2.2
nor2b_1 | 37 | 1.5
dfrtp_1 | 289 | 46
nor4_1 | 22 | 0.87
a222oi_1 | 28 | 1.8
## worst min-delay path by stage
| stage | slack (ns) | end |
|---|---|---|
| 4_1_cts | 0.53 | mie[5] |
| 5_1_grt | 0.54 | mie[5] |
| 6_report | 0.53 | mtvec[28] |
## logic make-up after synthesis
family,Yosys count,share of synthesized area [%]
AND/OR/NAND/NOR,457,17.70
AND-OR/OR-AND,338,17.42
flip-flops,289,45.85
buffers and inverters,197,7.194
multiplexers,117,8.194
XOR/XNOR,62,3.443
adder cells (fa/ha/maj),2,0.1586
other,2,0.04761
## power groups by stage
stage,clock (W),combinational (W),sequential [W]
finish,0.00158,0.000570,0.00152
global route,0.00166,0.000613,0.00152
CTS,0.00162,0.000579,0.00152
No activity file was given, so power comes from the tool's default toggle rates.
